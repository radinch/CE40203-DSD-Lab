==> design/flow/design.v <==
module Receiver # (parameter START_STOPN = 0) (
    input rstN, clk, serial_in,
    output reg received,
    output parity_correctness,
    output reg [6:0] data
);
wire        correct_parity;
reg [1:0]   current_state;
reg [2:0]   index_of_data;
reg         received_parity;
localparam REST = 0;
localparam PARITY = 1;
localparam RECEIVE = 2;
localparam STOP = 3;
assign correct_parity = ^data;
assign parity_correctness = received_parity == correct_parity;
always @(posedge clk or negedge rstN) begin
    if (~rstN) begin
        index_of_data <= 0; received <= 0;
        data <= 0;
        current_state <= REST;
    end
    else begin
        case (current_state)
            REST: begin
                if (serial_in == START_STOPN) begin
                    index_of_data <= 0; data <= 0;
                    current_state <= PARITY;
                    received <= 0;
                end
            end
            PARITY: begin
                received_parity <= serial_in;
                current_state <= RECEIVE;
            end
            RECEIVE: begin
                data[index_of_data] <= serial_in;
                index_of_data <= index_of_data + 1;
                if (index_of_data >= 6) begin
                    current_state <= STOP;
                end
            end
            STOP: begin
                current_state <= REST;
                received <= 1;
            end
            default: current_state <= REST;
        endcase
    end
end
endmodule
module Sender # (parameter START_STOPN = 0) (
    input rstN, clk, start,
    input [6:0] dataIn,
    output reg signalOut, sent
);
reg prev_start = 0;
reg [2:0] current_state;
reg [6:0] data;
reg [2:0] index_of_data;  
localparam REST = 0;
localparam START = 1;
localparam PARITY = 2;
localparam TRANSMIT = 3;
localparam STOP = 4;
wire partiy_bit;
assign partiy_bit = ^data;
always @(posedge clk or negedge rstN) begin
    if (~rstN) begin  
        signalOut <= 0;
        sent <= 0;
        current_state <= REST;
        index_of_data <= 0;
        prev_start = 0;
    end
    else begin
		prev_start <= start;
        case (current_state)
            REST: begin
                if (start && prev_start == 0) begin
                    index_of_data <= 0; sent <= 0;
                    data <= dataIn;
                    current_state <= START;
                end
            end
            START: begin
                signalOut <= START_STOPN;
                current_state <= PARITY;
            end
            PARITY: begin
                signalOut <= partiy_bit;
                current_state <= TRANSMIT;
            end
            TRANSMIT: begin
                signalOut <= data[index_of_data];
                index_of_data <= index_of_data + 1;
                if (index_of_data >= 6)
                    current_state <= STOP;
            end
            STOP: begin
                signalOut <= ~START_STOPN;
                current_state <= REST;
                sent <= 1;
            end
            default: current_state <= REST;
        endcase
    end
end
endmodule
module UART #(
    parameter START_STOPN = 1
) (
    input rstN, clk, send,
    input [6:0]   sending_data,
    output s_out, sent, received,
    output [6:0] received_data,
    output parity_correctness
);
Sender #(START_STOPN) sender (rstN, clk, send, sending_data, s_out, sent);
Receiver #(START_STOPN) receiver (rstN, clk, s_out, received, parity_correctness, received_data);
endmodule
==> design/flow/run.sh <==
#!/bin/bash
# OpenROAD 26Q1-2900-gdf79404cd8, Yosys 0.63+post, stock flow scripts
make -C /OpenROAD-flow-scripts/flow DESIGN_CONFIG=/design/flow/config.mk WORK_HOME=/design/flow/orfs finish
==> design/flow/config.mk <==
export PLATFORM = sky130hd
export DESIGN_NAME = UART
export DESIGN_NICKNAME = UART
export VERILOG_FILES = /design/flow/design.v
export SDC_FILE = /design/flow/constraint.sdc
export NUM_CORES = 4
export LEC_CHECK = 1
export CORE_UTILIZATION = 40
==> design/flow/constraint.sdc <==
current_design UART

set clk_period 2.8
set clk_io_pct 0.2

create_clock -name clk0 -period $clk_period [get_ports {clk}]

set non_clock_inputs [all_inputs -no_clocks]
set_input_delay [expr $clk_period * $clk_io_pct] -clock clk0 $non_clock_inputs
set_output_delay [expr $clk_period * $clk_io_pct] -clock clk0 [all_outputs]
==> Changelog: implementation <==
### Metrics

- GRT Total Usage: 0.152
- Count leader, synth: dfrtp_1
- Overflow after GRT: 0
- Vias in the first global route: 1,113
- Synthesized cell area: 1680 sq um
- Max-slew headroom: 0.684
- Worst Setup SP: receiver.data[3]
- Log Warnings: 30
- Vias per inst: 5.04
- Input/output buffers: 20
- Gr busiest metal: met1
- Gate Count Post-Synth: 147
- CP endpoint kind: output pin
- Setup tns final: 0 ps
- Yosys reg bits: 34
- Clock power frac: 0.415
- Max Fclk: 445 MHz
- Reg2reg end: receiver.data[2]
- Async set-reset flop share out of synthesis: 0.765
- Ys Warns: 2
- Hold-fix buffers, CTS: 0
- Pin count of the biggest net entering global routing: 12
- Comb power frac: 0.024
- RR Startpoint: receiver.index_of_data[0]
- Period utilization: 0.802
- Worst-margin pin slew: 470 ps
- Min-Delay Path Class: reg2reg
- Cell row count: 23
- Via count: 1,129
- Final hold vios: 0
- Crit-path cells: xnor2_1 -> xnor2_1 -> xnor2_1 -> clkdlybuf4s50_1
- CTS tree: built
- Worst Path Buf+Inv: 1
- ANT cells: 0
- Clk slew on worst S/H paths: 70 ps
- Antenna-violating nets left: 0
- # placed instances: 216
- Number of remaining DRC errors: 0
- Synth Flop Type: dfrtp_1
- Final core utilization: 0.508
- Worst reg-to-reg path cell count: 6
- Chip Area, Yosys: 1680 sq um
- Mapped Avg Cell Area: 11.4 sq um
- Die area: 4460 sq um
- Iteration count of the initial detailed-routing pass: 4
- Crit path DAT: 1690 ps
- Net Sw Frac: 0.208
- Initial antenna violation count: 0
- Critical path's slowest cell: clkdlybuf4s50_1
- Startpoint Class: flop
- CP peak stage delay: 470 ps
- RSZ-0062 raised after global routing: false
- Grt met3 use: 0.0260
- TritonCTS buffer count: 5
- Cell area leaders: dfrtp_1 (36%), edfxtp_1 (14%), xnor2_1 (6.8%)
- First-pass GRT wire length: 4910 microns
- Grt met1 use: 0.236
- Layout area overhead: 21.0%
- Max-area cell share: 0.358
- Root Driver: clkbuf_8
- Post-synthesis cell count from yosys: 147
- Maximum root-to-sink buffer count: 2
- R2R Setup Slk: 840 ps
- Worst path top cell family by delay: XOR/XNOR gates
- Non-Filler Instances: 224
- Post-CTS setup buffers: 0
- Post-CTS sizing: 0
- Worst Skew: 8.93 ps
- Clock sinks: 34
- Outcome: finished, final reports clean
- Critical path required time: 2240 ps
- P_int: 0.718 mW
- Crit Path Category: reg2out
- Cell repeated most along the worst path: xnor2_1
- Hpwl dp: 2140 microns
- Max H-tree Level: 2
- PwrDens: 446 nW/um^2
- Critical path depth: 4
- Leading area contributor after synthesis: dfrtp_1
- Num ports: 21
- Core area: 4000 sq um
- WL per Instance: 12.7 microns
- Distinct lib cells: 39
- Final setup viols: 0
- CP Capture Point: parity_correctness
- Max-cap violations: 0
- Switching power: 0.188 mW
- Routed Wire Length: 2860 microns
- Die width: 66.8 microns
- Top cells by count: dfrtp_1 (24), o21ai_0 (13), xnor2_1 (13)
- Share of cells above drive strength 1: 0.0977
- Highest net fanout along the worst path: 4
- Fin crit period: 2250 ps
- GRT met2 Usage: 0.234
- GP Congestion: 0.795
- Filler Cell Count: 354
- Max-slew violation count: 0
- Sequential share of power: 0.561
- Worst vdd ir: 0.313 mV
- Synth Seq Share: 0.532
- Post-synth EDFFs: 8
- Die H: 66.8 microns
- Pleak: 0.842 nW
- Fp_density: 0.419
- DRT iter0 DRCs: 87
- Worst-Skew Late Latency: 280 ps
-- routing by layer --
layer  up-vias  wire [microns]
met3         8             102
met4         0              74
li1        562               -
met1       539            1390
met2        20            1290
met5         -               0
-- cells in the final DEF (no fill, tap or decap), types with 2 or more instances in the layout --
| cell type | n |
|---|---|
| o22ai_1 | 2 |
| xor2_1 | 2 |
| nand2b_1 | 2 |
| clkbuf_8 | 6 |
| dfstp_2 | 2 |
| xnor2_1 | 13 |
| ha_1 | 7 |
| o21ai_0 | 13 |
| mux2i_1 | 7 |
| nor3b_1 | 2 |
| nor2b_1 | 2 |
| inv_1 | 9 |
| o21ai_1 | 3 |
| buf_4 | 2 |
| and2_1 | 3 |
| nand2_1 | 12 |
| nor2_1 | 8 |
| o211ai_1 | 3 |
| nor4b_2 | 2 |
| clkdlybuf4s50_1 | 20 |
| dfrtp_1 | 24 |
| a21oi_1 | 4 |
| edfxtp_1 | 8 |
-- worst min-delay path by stage --
| stage | from | end | slack (ps) | depth (start not counted) |
|---|---|---|---|---|
| final | sender.current_state[3] | sender.current_state[2] | 360 | 0 |
| after global routing | sender.current_state[3] | sender.current_state[2] | 370 | 0 |
| after CTS | sender.current_state[3] | sender.current_state[2] | 370 | 0 |
-- power by group through the flow --
stage	sequential (mW)	clock (mW)	combinational, mW
CTS	0.508	0.393	0.0231
global route	0.508	0.410	0.0250
finish	0.508	0.376	0.0221
-- worst register-to-register path, stage by stage, from the launching register on --
cell	delay [ps]
dfrtp_1	570
inv_1	110
ha_1	290
xor2_1	210
nor4b_2	370
mux2i_1	230
o21ai_1	70
-- cell type report --
cell class	count	area, sq um	area share
clock buffer	6	82.6	0.0407
clock inverter	2	12.5	0.00616
inverter	9	33.8	0.0166
multi-input combinational	101	731	0.360
sequential	34	893	0.440
tap	50	62.6	0.0308
timing repair buffer	22	215	0.106
-- cell families after synthesis --
group / synth area share
and+or+nand+nor: 0.133
DFF: 0.532
AOI/OAI and AO/OA: 0.116
xor gates and xnor gates: 0.0783
buffers and inverters: 0.0321
muxes: 0.0552
adders and majority gates: 0.0522
-- stage by stage --
step	setup WS (ps)	hold slack (ps)	area [sq um]	total power [mW]
final	555	362	2030	0.906
after global routing	418	370	2030	0.943
after CTS	528	366	2030	0.923
after detailed placement	672	360	1940	0.541
after global placement	742	363	1940	0.540
after floorplan	935	264	1680	0.518
-- flip-flops by register name, indices dropped and copies added (netlist names) --
signal	count
sender.sent	1
receiver.data	7
sender.signalOut	1
sender.prev_start	1
sender.current_state	5
sender.index_of_data	3
receiver.current_state	4
receiver.received	1
receiver.received_parity	1
receiver.index_of_data	3
sender.data	7
Power and IR drop assume default switching activity.
