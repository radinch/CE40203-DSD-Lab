$ cat flow/design.v
module stack_behavioural (
    input clk,
    input rstN,
    input [3:0] data_in,
    input push,
    input pop,
    output reg [3:0] data_out,
    output reg full,
    output reg empty
);
    reg [3:0] stack_mem [7:0];
    reg [3:0] stack_pointer = 0;
    integer i;
    always @(posedge clk or negedge rstN) begin
        if (!rstN) begin
            for (i = 0; i < 8; i = i + 1) begin
                stack_mem[i] <= 0;
            end
            stack_pointer <= 0;
            full <= 0;
            empty <= 1;
            data_out <= 0;
        end else begin
            if (push && !pop && !full) begin
                stack_mem[stack_pointer] <= data_in;
                stack_pointer <= stack_pointer + 1;
            end else if (pop && !push && !empty) begin
                stack_pointer <= stack_pointer - 1;
                data_out <= stack_mem[stack_pointer];
            end
            full <= (stack_pointer == 8);
            empty <= (stack_pointer == 0);
        end
    end
endmodule
$ cat flow/run.sh
#!/bin/bash
# OpenROAD 26Q1-2900-gdf79404cd8, Yosys 0.63+post, stock flow scripts
make -C /OpenROAD-flow-scripts/flow DESIGN_CONFIG=/design/flow/config.mk WORK_HOME=/design/flow/orfs finish
$ cat flow/constraint.sdc
current_design stack_behavioural

set clk_period 2.8
set clk_io_pct 0.2

create_clock -name clk0 -period $clk_period [get_ports {clk}]

set non_clock_inputs [all_inputs -no_clocks]
set_input_delay [expr $clk_period * $clk_io_pct] -clock clk0 $non_clock_inputs
set_output_delay [expr $clk_period * $clk_io_pct] -clock clk0 [all_outputs]
$ cat flow/config.mk
export PLATFORM = sky130hd
export DESIGN_NAME = stack_behavioural
export DESIGN_NICKNAME = stack_behavioural
export VERILOG_FILES = /design/flow/design.v
export SDC_FILE = /design/flow/constraint.sdc
export NUM_CORES = 4
export LEC_CHECK = 1
export CORE_UTILIZATION = 40
==> impl_metrics.yaml <==
# implementation run metrics
drt:
  routed_via_density: 5.315
  detail_route.antenna_diodes: 0
  route.vias.total: 1334
  detail_route.drc_violations: 0
  routedWlPerCell_um: 15.61
  antenna_left: 0
  firstDrtPassIters: 4
  routed_wl_um: 3919
  violation_count_after_the_first_detailed_routing_iteration: 45
setup_path:
  critical_path.max_fanout: 5
  timing.critical_path.cells: "clkdlybuf4s50_1, or3b_1, xor2_1, ha_1, a22o_1, a221oi_1"
  crit_start: "push"
  worst_r2r_path_depth: 4
  worstPathArrival_ns: 2.48
  setup.reg_to_reg.worst_slack_ns: 0.78
  r2r_end: "data_out[0]"
  timing.critical_path.from_type: "input pin"
  cp_num_buf_inv: 1
  timing_worst_setup_path_type: "input pin to flop"
  cpPeakStageDelay_ns: 0.54
  worstReg2RegStart: "stack_pointer[1]"
  critPathCaptureType: "flop"
  crit_path_top_delay_cell: "clkdlybuf4s50_1"
  kind_of_cell_adding_the_most_delay_to_the_critical_path: "buffers and inverters"
  crit_path_required_time_ns: 2.99
power_and_ir_drop:
  swShare_pct: 32.76
  power.combinational.fraction_pct: 34.9
  leakagePower_nw: 0.9685
  power.net_switching_mw: 0.8153
  power-per-cell-area_nw_per_um2: 1079
  p_int_mw: 1.674
  max-vdd-ir-drop_uv: 388.6
  share_clk_of_total_power_pct: 18.7
  seqPwrFrac_pct: 46.4
  total_power_mw: 2.489
synth:
  post_synth_inst_count: 167
  yosysChipArea_um2: 1998
  yosys_register_bits: 42
  synth_top_cell_by_count: "dfrtp_1"
  syn-mean-instance-area_um2: 11.97
  synthDistinctLibCells: 35
  postSynth.topFlopCell: "dfrtp_1"
  synth.top_cells.by_count: "dfrtp_1 (41), mux2_2 (35), a21oi_1 (9)"
  netlist.top_cell.by_area: "dfrtp_1"
  ys_top_cells_by_area: "dfrtp_1 (51%), mux2_2 (20%), a21oi_1 (2.3%)"
  postSynth.asyncResetShare_pct: 100.0
  synth-edff-count: 0
  synth_sequential_area_ratio_pct: 52.66
  synth.top_cell.area_share_pct: 51.35
  synth.cell_area_um2: 1998
  yosys_warnings: 2
  cell_count_in_the_yosys_report: 167
placed_design:
  pre_cts_ws_ns: 0.2024
  routability_congestion: 0.8205
  dp.final_hpwl_um: 2739
  port-buffer-count: 13
  placed_cell_area_um2: 2196
  place.detailed.instances: 243
clocking:
  tritoncts.num_buffers: 5
  htree_num_levels: 2
  cts_hold_repair.buffers: 0
  cts.reportedPaths.clkPinSlew_ns: 0.08
  post-cts-setup-buffer-count: 0
  cts_tree: "built"
  clockBufferDepth: 2
  tritoncts_num_sinks: 42
  clock.latency.late_pin_ns: 0.29
  post_cts.resized_instances: 0
  cts_root_buf: "clkbuf_8"
die:
  die_width_um: 72.68
  coreArea_um2: 4755
  row_count: 25
  floorplan.initialDensity_pct: 42.03
  floorplan.die_area_um2: 5282
  fp.dieH_um: 72.68
  ios: 14
final_layout:
  fin_area_um2: 2306
  post_route_cells_drive_above_1_share_pct: 28.80
  finalCoreUtilization_pct: 48.50
  ff_latch_area_um2: 1052
  area.combinational_um2: 897.1
  final-instance-count-excl-fill: 251
  fill_cells: 434
  flow.area_growth_from_synthesis_pct: 15.40
sta:
  finalSetupTns_ns: 0
  final_hold_viol_count: 0
  fin_crit_ns: 2.297
  tightestPinTransition_ns: 0.7246
  count_of_pins_over_their_slew_limit: 0
  unrepaired_setup_endpoints_after_global_routing: "no"
  setup-violations-final: 0
  timing.clock.skew_ns: 0.006401
  timing.max_slew.rel_slack_pct: 51.70
  final.setup.worst_slack_ns: 0.5035
  maximum_frequency_from_static_timing_analysis_ghz: 0.4354
  hold_ws_ns: 0.3178
  finalCritPeriodShare_pct: 82.02
outcome:
  outcome: "finished clean"
job:
  cap_violations: 0
  log.warning_count: 25
hold_path:
  min_path_type: "input pin to asynchronous set/reset pin"
global_route:
  largest_net_degree_at_the_start_of_global_routing: 35
  first_pass_grt_wire_length_um: 6706
  total_global_route_track_usage_pct: 17.39
  number_of_global_route_vias_before_repair: 1303
  grt-ovfl-total: 0
  antenna_found_initial: 0
## power groups by stage
stage / Combinational (mW) / Clock [mW] / Sequential, mW
4_1_cts: 0.878 / 0.478 / 1.15
5_1_grt: 0.976 / 0.504 / 1.20
6_report: 0.868 / 0.466 / 1.16
## final cells by class
type | instances | area share (%)
repair buffers | 16 | 6.403
flip-flops and latches | 42 | 45.63
well taps | 67 | 3.635
inverters | 4 | 0.6511
clock buffers | 6 | 3.147
clock inverters | 2 | 1.628
multi-input cells | 114 | 38.90
## worst max-delay path by stage
stage,slack [ns],cells past startpoint,to
final,0.50,6,stack_pointer[2]
after global routing,0.44,7,stack_pointer[3]
after CTS,0.53,6,stack_pointer[2]
## placed cells by master (no fill, tap or decap), types with 2 or more instances in the layout
master / n
a31oi_1: 4
clkbuf_8: 5
nor2b_1: 3
nand3_1: 6
o22ai_1: 7
o21ai_0: 5
inv_1: 4
nor3_1: 3
a21oi_1: 9
mux2_2: 35
nand2b_1: 4
dfrtp_1: 41
xor2_1: 2
ha_1: 2
clkdlybuf4s50_1: 12
mux2i_1: 3
nor2_1: 7
nand2_1: 8
buf_4: 3
## registers in the layout (all words and copies together) (netlist names)
name	flops
data_out	4
empty	1
full	1
stack_mem	32
stack_pointer	4
## worst register-to-register path, cell delays in order (launching register included)
cell     delay (ns)
dfrtp_1        0.79
buf_4          0.31
mux4_2         0.50
o21ai_0        0.19
o21ai_0        0.11
## cell families (layout without fill, tap and decap cells)
logic type | Yosys count | count (layout) | synth area share, %
AND/OR/NAND/NOR | 43 | 43 | 12.15
XOR/XNOR | 3 | 3 | 1.315
flip-flops | 42 | 42 | 52.66
AND-OR/OR-AND | 27 | 27 | 7.827
adder cells (fa/ha/maj) | 2 | 2 | 1.252
multiplexers | 39 | 39 | 22.35
buffers and inverters | 11 | 28 | 2.442
## routing by layer
metal	track usage [%]	vias to the layer above	wire (um)
met5	0	-	0
met4	3.922	0	93
li1	-	640	-
met3	2.521	7	145
met1	27.82	660	1884
met2	26.27	27	1796
Power and IR drop assume default switching activity.
