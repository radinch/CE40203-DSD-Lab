[flow/run.sh]
#!/bin/bash
# OpenROAD 26Q1-2900-gdf79404cd8, Yosys 0.63+post, stock flow scripts
make -C /OpenROAD-flow-scripts/flow DESIGN_CONFIG=/design/flow/config.mk WORK_HOME=/design/flow/orfs finish
[flow/config.mk]
export PLATFORM = sky130hd
export DESIGN_NAME = TCAM
export DESIGN_NICKNAME = TCAM
export VERILOG_FILES = /design/flow/design.v
export SDC_FILE = /design/flow/constraint.sdc
export NUM_CORES = 4
export LEC_CHECK = 1
export CORE_UTILIZATION = 50
[flow/constraint.sdc]
current_design TCAM

set clk_period 7.1
set clk_io_pct 0.2

create_clock -name clk0 -period $clk_period [get_ports {clk}]

set non_clock_inputs [all_inputs -no_clocks]
set_input_delay [expr $clk_period * $clk_io_pct] -clock clk0 $non_clock_inputs
set_output_delay [expr $clk_period * $clk_io_pct] -clock clk0 [all_outputs]
[flow/design.v]
module TCAM
(
    input clk, rstN, r_e, w_e,
    input [15:0] data_in, mask,  
    input [3:0] addr_in,
    output reg [15:0] matched_num,
    output reg match
);
    reg [15:0] data_mem [0:15];
    reg [15:0] mask_mem [0:15];
    reg [15:0] data_flag;
    integer i;
    always @(posedge clk or negedge rstN) begin
        if(~rstN) begin
            matched_num = 16'b0;
            match = 1'b0;
            for(i = 0; i <= 15; i = i + 1) begin
                data_mem[i] = 16'b0;
                mask_mem[i] = 16'b0;
                data_flag[i] = 1'b0;
            end
        end
        else if(w_e) begin
            data_mem[addr_in] = data_in;
            mask_mem[addr_in] = mask;
            data_flag[addr_in]  =1'b1;
        end
        else if(r_e) begin
            match = 1'b0;
            matched_num = 16'b0;
            for(i = 0; i <= 15; i = i + 1) begin
                if(data_flag[i] && (data_in & ~mask_mem[i]) == (data_mem[i] & ~mask_mem[i])) begin
                    matched_num = data_mem[i];
                    match = 1'b1;
                end
            end
        end
    end
endmodule
==> results_dict.tcl <==
# metrics dict for downstream scripts
set metrics [dict create \
    p_comb_frac 0.218 \
    final-setup-viol-count 0 \
    enable_flop_cells 0 \
    synthArstFlopShare 1.00 \
    tool_warnings 36 \
    period_minus_slack_ns 4.79 \
    cts_resized 0 \
    fmax_mhz 209 \
    netlist_area_mm2 0.0271 \
    drv_slew 0 \
    routedWlPerCell_um 32.7 \
    ios 57 \
    postSynthAreaPerCell_um2 12.4 \
    clockPowerShare 0.319 \
    post_drt_via_cell_ratio 6.31 \
    final_core_util 0.566 \
    clk_pin_slew_worst_paths_ns 0.06 \
    gp_congestion 1.01 \
    antenna_found_initial 9 \
    topCellsByArea "dfrtp_1 (50%), mux2_2 (21%), xnor2_1 (8.2%)" \
    cts_buffers 59 \
    top_cell_area_share 0.503 \
    syn_inst 2194 \
    cp.buffers_inverters 2 \
    endpoint_kind "register" \
    grt_pass1_vias 18722 \
    drv_cap 0 \
    root_buffer "clkbuf_16" \
    drive_above_1_share 0.327 \
    clock_path_buffers 3 \
    cts_tree "done" \
    cp_slowest_cell "and3_1" \
    h-tree-depth 2 \
    grt_setup_unrepaired "false" \
    die-height_um 235 \
    clkSinkCount 545 \
    largest_area_cell "dfrtp_1" \
    ff_type "dfrtp_1" \
    swShare 0.309 \
    ys_ff 545 \
    path_class "in -> reg" \
    drc 0 \
    grt_overflow_total 0 \
    critPathMaxFanout 19 \
    crit_chain "buf_2 > buf_4 > xnor2_1 > o22ai_1 > nor4_4 > and3_1 > nor3b_1 > a21oi_1 > o211ai_1 > a21oi_1 > o22ai_1" \
    ys_cells 2194 \
    dp.final_hpwl_mm 65.5 \
    ant_nets 0 \
    ir_worst_vdd_mv 0.220 \
    share_seq_of_total_power 0.464 \
    routed_wl_mm 96.2 \
    hold_path.class "reg -> reg" \
    finClkSkew_ns 0.0309 \
    vias 18565 \
    clock_latency_ns 0.63 \
    tightest_slew_ns 0.968 \
    run_status "completed" \
    rows 84 \
    cp_top_family "AND-OR/OR-AND gates" \
    p_leak_nw 11.9 \
    grt_max_degree 127 \
    p_int_w 0.00672 \
    hold_buffers 0 \
    area.growth.synth_to_final_pct 10.9 \
    max_slew_margin 0.351 \
    die_width_um 235 \
    grt_pass1_wl_mm 140 \
    cpPeakStageDelay_ns 0.65 \
    dieArea_mm2 0.0551 \
    crit_required_ns 7.57 \
    nFillCells 4283 \
    firstDrtPassIters 7 \
    portBuffers 56 \
    hold_violations 0 \
    drtIter0Drc 1498 \
    synth.distinct_cells 81 \
    track_usage 0.374 \
    ys_area_mm2 0.0271 \
    period_used_share 0.674 \
    ys_seq_frac 0.503 \
    yosysWarnings 3 \
    core_area_mm2 0.0531 \
    power_density_mw_per_mm2 323 \
    p_sw_w 0.00300 \
    tns_ns 0 \
    cts_setup_buffers 0 \
    crit_arrival_ns 5.26 \
    cp-start-kind "input port" \
    fp_util 0.511 \
]
-- registers in the layout, indices dropped and copies added, names as in the netlist --
name         cells
data_flag       16
mask_mem       256
matched_num     16
match            1
data_mem       256
-- cell usage after synthesis, types with 17 or more instances --
cell and number:
o21ai_0 47, nor2_1 76, buf_2 17, and3_1 17, dfrtp_1 545, inv_1 17
a21oi_1 48, o211ai_1 25, nand2_1 62, nor3_1 30, nand3_1 28, xnor2_1 255
a221oi_1 18, buf_6 35, o22ai_1 116, clkbuf_1 99, mux2_2 508
-- placed cells by master, fill, tap and decap left out, types with 6 or more instances in the layout --
cell and instances:
a21o_1 16, and3_1 17, or3_1 10, nor2_1 76, o22ai_1 116, buf_2 16, o211ai_1 25, o31ai_1 7
a221oi_1 18, nand2_1 62, buf_4 73, nor3_1 30, clkbuf_8 14, clkbuf_16 61, o22a_1 10, nand2b_1 10
a31oi_1 7, inv_1 17, o21ai_0 47, a21oi_1 36, clkbuf_1 16, nor4_1 11, o221ai_1 13, a21oi_4 11
nand3_1 28, ha_1 6, dfrtp_1 545, clkdlybuf4s50_1 39, xnor2_1 255, nand4_1 14, mux2_2 508, clkinv_2 6
-- layer usage --
metal,up-vias,share of wire,track usage
li1,8009,-,-
met4,2,0.031,0.0939
met2,704,0.43,0.520
met1,9701,0.44,0.580
met3,149,0.10,0.138
met5,-,0.00014,0
-- cell families (layout without fill, tap and decap cells) --
| group | count (synthesis) | in the layout | share of synthesized area |
|---|---|---|---|
| flops | 545 | 545 | 0.503 |
| mux | 513 | 513 | 0.213 |
| compound gates | 370 | 370 | 0.0945 |
| simple gates | 305 | 305 | 0.0609 |
| xor+xnor | 259 | 259 | 0.0845 |
| buf+inv | 196 | 252 | 0.0413 |
| fa+ha+maj | 6 | 6 | 0.00277 |
| other cells | 0 | 4 | 0 |
-- worst paths after layout --
path,from,to,slack (ns),cells past startpoint
worst min register to register,data_flag[1],data_flag[1],0.45,1
max in group asynchronous,rstN,data_mem[9][8],4.40,3
min in group asynchronous,rstN,mask_mem[6][1],0.73,1
worst max-delay path,data_in[7],matched_num[14],2.31,11
worst max register to register,data_mem[7][2],matched_num[10],3.07,10
worst min-delay path,data_flag[1],data_flag[1],0.45,1
-- power groups by stage --
stage         Combinational (W)  Sequential (W)  Clock [W]
CTS                     0.00212         0.00449    0.00315
global route            0.00227         0.00459    0.00326
finish                  0.00211         0.00450    0.00310
-- layout make-up --
class | count | area [µm²] | share of cell area
flip-flops and latches | 545 | 13600 | 0.454
multi-input cells | 1453 | 12500 | 0.415
clock buffers | 91 | 1780 | 0.0592
repair buffers | 131 | 1070 | 0.0357
well taps | 688 | 861 | 0.0286
clock inverters | 12 | 144 | 0.00479
inverters | 18 | 67.6 | 0.00225
diodes | 4 | 10.0 | 0.000333
-- metrics by stage --
step	std cells	instance area, µm²	hold slack, ns	setup WS [ns]	power, W
after global routing	2938	30000	0.481	2.14	0.0101
after detailed placement	2835	28100	0.442	1.78	0.00664
after floorplan	2194	27100	0.422	3.53	0.00574
after CTS	2938	30000	0.455	2.44	0.00975
after global placement	2835	28100	0.440	1.82	0.00661
final	2942	30100	0.451	2.31	0.00972
Power figures rest on the tool's default switching activity, not on a simulated workload.
